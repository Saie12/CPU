==> flow/design.v <==
module ALU (
    input wire [15:0] A,
    input wire [15:0] D,
    input wire [15:0] instruction,
    output reg [15:0] result,
    output reg zero
);
    always @(*) begin
        case (instruction[11:8])  
            4'b0000: result = A + D;  
            4'b0001: result = A - D;  
            default: result = 16'b0;  
        endcase
        zero = (result == 16'b0);  
    end
endmodule
module HackCPU (
    input wire clk,
    input wire reset,
    input wire [15:0] inM,           
    input wire [15:0] instruction,    
    output reg [15:0] outM,           
    output reg [15:0] addressM,       
    output reg writeM,                
    output reg [15:0] pc              
);
    reg [15:0] A;  
    reg [15:0] D;  
    wire [15:0] aluResult;
    wire aluZero;  
    ALU alu (
        .A(A),
        .D(D),
        .instruction(instruction),
        .result(aluResult),
        .zero(aluZero)
    );
    always @(posedge clk or posedge reset) begin
        if (reset) begin
            pc <= 16'b0;  
            A <= 16'b0;   
            D <= 16'b0;   
        end else begin
            pc <= pc + 1;  
        end
    end
    always @(posedge clk) begin
        outM <= 16'b0;
        addressM <= 16'b0;
        writeM <= 1'b0;
        case (instruction[15:12])  
            4'b0000: begin  
                A <= instruction[11:0];  
            end
            4'b0001: begin  
                D <= aluResult;  
                outM <= D;  
                addressM <= A;  
                writeM <= 1'b1;  
            end
            default: begin
            end
        endcase
    end
endmodule
==> flow/run.sh <==
#!/bin/bash
# OpenROAD 26Q1-2900-gdf79404cd8, Yosys 0.63+post, stock flow scripts
make -C /OpenROAD-flow-scripts/flow DESIGN_CONFIG=/design/flow/config.mk WORK_HOME=/design/flow/orfs finish
==> flow/config.mk <==
export PLATFORM = sky130hd
export DESIGN_NAME = HackCPU
export DESIGN_NICKNAME = HackCPU
export VERILOG_FILES = /design/flow/design.v
export SDC_FILE = /design/flow/constraint.sdc
export NUM_CORES = 4
export LEC_CHECK = 1
export CORE_AREA = 10 10 75 75
export DIE_AREA = 0 0 85 85
==> flow/constraint.sdc <==
current_design HackCPU

set clk_period 2.3
set clk_io_pct 0.2

create_clock -name clk0 -period $clk_period [get_ports {clk}]

set non_clock_inputs [all_inputs -no_clocks]
set_input_delay [expr $clk_period * $clk_io_pct] -clock clk0 $non_clock_inputs
set_output_delay [expr $clk_period * $clk_io_pct] -clock clk0 [all_outputs]
==> Changelog: implementation <==
## Implementation

* Status: completed
* FF-to-FF End: pc[12]$_DFF_PP0_
* Syn_area_per_cell at 10.8 um^2
* Fp util at 24.8%
* Yosys stat cell total at 93
* Min-Delay Path Class: flip-flop to flip-flop
* Data arrival time of the worst path at 1.23 ns
* Clk latency late pin at 0.25 ns
* Leak at 0.000607 uW
* CTS H-tree lvls at 1
* Power density cells at 441 nW/um^2
* Core Rows at 23
* Most frequent cells in the layout: conb_1, clkdlybuf4s50_1, dfrtp_1
* Synth Warn # at 66
* Clock tree buffer depth at 2
* Max Cap Viol at 0
* RSZ-0062 raised after global routing: no
* Post-layout period usage at 73.6%
* Gate Count Post-Synth at 93
* Vias in the first global route at 698
* Mux share at 0%
* Max Freq at 590 MHz
* # diodes at 0
* XOR/XNOR Area Share at 12.2%
* Register-to-Register Path Depth at 4
* Sink Count at 17
* Worst Hold End: pc[15]$_DFF_PP0_
* Post-DP HPWL at 1.66 mm
* Crit-path slowest cell: clkdlybuf4s50_1
* Post-CTS Hold Fix Bufs at 0
* Core Util, Final at 29.8%
* Slew HR at 60.0%
* Measured slew at the worst slew-check pin at 0.599 ns
* PortBufs at 22
* Fin crit period at 1.69 ns
* Post-synth top area cell: dfrtp_1
* Pins Over Slew Limit at 0
* FF-to-FF setup slack at 0.84 ns
* R2r startpoint: pc[0]$_DFF_PP0_
* Area contributors post-synth: dfrtp_1, buf_4, xor2_1
* Dominant comb cell: buffers and inverters
* # DRC at 0
* WP buf/inv at 1
* Routed via count at 601
* Core box area at 4060 um^2
* Max stage delay on crit path at 0.53 ns
* Wire per inst at 12.3 um
* Clock Root Buffer: clkbuf_8
* Startpoint types: flip-flop
* Final setup skew at 0.00384 ns
* Final hold violation count at 0
* Distinct lib cells used at 17
* YS chip area at 1010 um^2
* Largest net degree at the start of global routing at 17
* Initial DRC count at 18
* Most numerous logic cell after layout: conb_1
* Hold path cells at 1
* Initial antenna violation count at 0
* CP max FO at 5
* Largest type area fraction at 39.8%
* Logic area at 443 um^2
* Filler instances at 406
* Final WL at 2.06 mm
* Setup crit end kind: output port
* Tool warnings at 53
* Setup Buffers After CTS at 0
* Top cell family by delay on the critical path: buffers and inverters
* Chip Height at 85 um
* FA/HA/MAJ Cells, Area Fraction at 1.24%
* Crit Path Class: flip-flop to output port
* Worst EP required at 1.84 ns
* Gr usage total at 5.81%
* Chip Width at 85 um
* Crit path cell chain: clkdlybuf4s50_1
* Hold Crit Start: pc[15]$_DFF_PP0_
* Post-CTS sizing at 0
* Clk slew on worst S/H paths at 0.06 ns
* Critical Path Source: pc[2]$_DFF_PP0_
* Chip area at 7230 um^2
* CTS Buf Count at 3
* Post-Synth Simple-Gate Area at 18.7%
* #FFs+latches synth at 17
* I/O Pins at 83
* Maximum vdd drop at 197 uV
* Seq share, synth at 41.8%
* Pre-Repair DR Iteration Count at 3
* CTS tree: yes
* Routability cong. at 0.759
* Setup TNS at 0 ns
* Vias per inst at 3.58
* Global-route wire length before repair at 3.51 mm
* Post-route ant nets at 0
* Area grow syn2layout at 20.3%
* Aoi/oai-family share of the synthesized area at 0%
* Congestion Overflow GR at 0
* Register area at 420 um^2
* Share of cells above drive strength 1 at 8.47%
* Final setup viols at 0
* Post-Syn Area at 1010 um^2
[state kept, by name (all words and copies together), names as in the netlist]
name and cells:
writeM 1, pc 16
[kinds of logic after synthesis]
group	after synthesis
buf+inv	37
simple gates	23
flops	17
xor+xnor	14
fa+ha+maj	1
other cells	1
[through the flow]
step / power, uW / std cells / setup slack (ns) / hold WS, ns / instance area [um^2]
after floorplan: 348 / 124 / 1.07 / 0.374 / 1120
after global placement: 326 / 164 / 0.871 / 0.458 / 1160
after detailed placement: 326 / 164 / 0.840 / 0.463 / 1160
after CTS: 546 / 168 / 0.583 / 0.486 / 1210
after global routing: 567 / 168 / 0.547 / 0.507 / 1210
final: 534 / 168 / 0.606 / 0.480 / 1210
[final cells by class]
class | count | area share, %
multi-input cells | 70 | 36.6
flip-flops and latches | 17 | 34.7
repair buffers | 22 | 18.2
well taps | 50 | 5.17
clock buffers | 4 | 3.72
inverters | 5 | 1.55
[routing by layer]
layer	routed length, um	global-route usage (%)	share of wire, %	vias up
met5	0	0	0	-
met4	20	0.599	0.97	0
met3	164	2.60	8.0	2
met2	1050	10.0	51	29
met1	828	6.67	40	280
li1	-	-	-	290
[cell usage after synthesis]
cell and number:
dfxtp_1 1, nand3_4 1, xnor2_1 4, nor2_1 3, nor3_1 4, nand4_4 2
conb_1 1, nand4_1 1, buf_4 32, nand2_1 3, dfrtp_1 16, nor4b_1 1
nand3_1 4, nor4_2 4, xor2_1 10, inv_1 5, ha_1 1
[report_power, final]
group	switching [uW]	total (uW)	internal, uW
sequential	0.110	299	299
clock	93.5	216	123
combinational	9.80	18.3	8.55
[how the worst max path moves through the flow]
stage         slack (ns)    end  cells past startpoint
global route        0.55  pc[2]                      1
CTS                 0.58  pc[2]                      1
finish              0.61  pc[2]                      1
Power is estimated from default activity; no workload was simulated.
