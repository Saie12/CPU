--- design/flow/config.mk ---
export PLATFORM = sky130hd
export DESIGN_NAME = mux8way16
export DESIGN_NICKNAME = mux8way16
export VERILOG_FILES = /design/flow/design.v
export SDC_FILE = /design/flow/constraint.sdc
export NUM_CORES = 4
export LEC_CHECK = 1
export CORE_AREA = 10 10 99 99
export DIE_AREA = 0 0 109 109
--- design/flow/constraint.sdc ---
current_design mux8way16

set clk_period 3.6
set clk_io_pct 0.2

create_clock -name clk0 -period $clk_period

set non_clock_inputs [all_inputs -no_clocks]
set_input_delay [expr $clk_period * $clk_io_pct] -clock clk0 $non_clock_inputs
set_output_delay [expr $clk_period * $clk_io_pct] -clock clk0 [all_outputs]
--- design/flow/design.v ---
module mux8way16(
    input [15:0] a, b, c, d, e, f, g, h,
    input [2:0] sel,
    output [15:0] out
);
assign out = (sel == 3'b000) ? a :
            (sel == 3'b001) ? b :
            (sel == 3'b010) ? c :
            (sel == 3'b011) ? d :
            (sel == 3'b100) ? e :
            (sel == 3'b101) ? f :
            (sel == 3'b110) ? g :
            (sel == 3'b111) ? h : 16'bx;
endmodule
--- design/flow/run.sh ---
#!/bin/bash
# OpenROAD 26Q1-2900-gdf79404cd8, Yosys 0.63+post, stock flow scripts
make -C /OpenROAD-flow-scripts/flow DESIGN_CONFIG=/design/flow/config.mk WORK_HOME=/design/flow/orfs finish
==> impl_metrics.tcl <==
# yosys + openroad results
set metrics [dict create \
    chip_area_um2 11900 \
    xor_area_frac 0 \
    largest_area_cell "mux4_1" \
    slew_headroom 0.693 \
    area_growth_pct 148 \
    tool_warnings 32 \
    grt_max_degree 27 \
    grt_util_all_layers 0.0990 \
    final_antenna_net_count 0 \
    ys_sh_mux 0.544 \
    num-clock-buffers 0 \
    grt_pass1_vias 1771 \
    ff_count 0 \
    io_pins 147 \
    max_cap_violations 0 \
    worst_pin_slew_ns 0.461 \
    cts_setup_buffers 0 \
    final_common_cell "clkdlybuf4s50_1" \
    cp-end-kind "primary output" \
    cp_data_required_time_ns 2.88 \
    drt-initial-drc-count 23 \
    antenna_found_initial 0 \
    routed_wl_um 6150 \
    vias 1559 \
    yosys.area_share.simple 0.109 \
    netlist_instances 117 \
    critPathBufInv 2 \
    leakagePower_nw 0.999 \
    fin_util 0.350 \
    irDropWorstVdd_mv 0.0443 \
    min_to "out[9]" \
    ys_top_logic_family "multiplexers" \
    cts_resized 0 \
    top_area_frac 0.217 \
    share_comb_of_total_power 1.000 \
    clkPwrFrac 0 \
    max_stage_delay_ns 0.64 \
    worstPathCellList "clkdlybuf4s50_1 > and2b_1 > a22o_1 > a22oi_1 > o21ai_0 > clkdlybuf4s50_1" \
    numPortBuffers 147 \
    globalRouteOverflowTotal 0 \
    drive_gt1_frac 0.131 \
    syn-cell-area_um2 1090 \
    antenna_cells 0 \
    rsz0062_at_grt "false" \
    grt_pass1_wl_um 9320 \
    synth.cellmix.compoundShare 0.259 \
    design_area_um2 2700 \
    hold_viol_final 0 \
    yosys_cells 117 \
    period_needed_ns 3.33 \
    detail_route.vias_per_cell 4.31 \
    power_frac_seq 0 \
    crit_slowest_cell "clkdlybuf4s50_1" \
    synthTopCellsByArea "mux4_1 (22%), mux2_2 (18%), mux4_2 (12%)" \
    run_status "completed" \
    dieHeight_um 109 \
    final_cell_mix "clkdlybuf4s50_1 (146), mux2_2 (17), nor2_1 (12)" \
    final_cells 362 \
    std_cell_rows 32 \
    worstPathMaxFanout 9 \
    yosys.stat.seqShare 0 \
    seqCellArea_um2 0 \
    fa_ha_area_frac 0 \
    gp_congestion 0.806 \
    p_int_w 0.000232 \
    worstHoldStart "e[9]" \
    worst_setup_path_start_kind "input pin" \
    critical_path_class "input pin to primary output" \
    critPathMostFrequentCell "clkdlybuf4s50_1" \
    initial_core_util 0.141 \
    power_density_nw_per_um2 116 \
    core-area_um2 7730 \
    die-width_um 109 \
    switching_power_w 0.0000806 \
    arrival_ns 2.61 \
    hold_buffers 0 \
    placed_area_um2 2700 \
    worst_path_dominant_cell_family "buffers and inverters" \
    placedCellCount 362 \
    yosysWarnings 0 \
    avgSynthCellArea_um2 9.31 \
    max_freq_mhz 300 \
    dr.pass1.iters 4 \
    final_max_slew_viol_count 0 \
    switching_share 0.258 \
    detail_route.wl_per_cell_um 17.0 \
    finalCritPeriodShare 0.926 \
    yosys-stat-area_um2 1090 \
    finalSetupTns_ns 0 \
    holdPathStages 4 \
    setup_viol 0 \
    hold_class "input pin to primary output" \
    dpl.hpwl_um 5600 \
    route.detailed.drc 0 \
    ys_types 29 \
]
stage by stage:
step                      total power, W  hold WS [ns]  setup WS [ns]
after floorplan                 0.000106          1.52           1.14
after global placement          0.000317          2.38          0.256
after detailed placement        0.000316          2.39          0.244
after CTS                       0.000319          2.39          0.234
after global routing            0.000341          2.41         0.0996
final                           0.000312          2.38          0.267
cell families after synthesis:
| logic type | Yosys count |
|---|---|
| buffers and inverters | 15 |
| AOI/OAI and AO/OA | 39 |
| and+or+nand+nor | 28 |
| muxes | 35 |
worst min-delay path, stage by stage:
cell and delay, ns:
clkdlybuf4s50_1 0.40, nand2_1 0.06, a31oi_1 0.08, clkdlybuf4s50_1 0.40
worst max-delay path by stage:
stage	slack, ns	startpoint	to	cells after the start
after CTS	0.23	sel[1]	out[4]	6
after global routing	0.1	sel[1]	out[10]	6
final	0.27	sel[1]	out[4]	6
synthesized netlist by cell type:
library cell,instances
a21o_1,4
a21oi_1,1
a221oi_1,3
a22o_1,3
a22oi_1,3
a31oi_1,8
and2_1,1
and2b_1,1
buf_1,1
buf_12,1
buf_2,3
buf_4,3
buf_6,1
clkbuf_1,4
inv_1,2
mux2_2,17
mux2i_1,3
mux4_1,9
mux4_2,6
nand2_1,10
nand3_1,2
nor2_1,12
nor2b_1,1
o21ai_0,3
o221ai_1,4
o22a_1,3
o22ai_1,6
o311ai_0,1
or2_2,1
cell type report:
class / instances / area [um2]
multi-input cells: 102 / 995
inverters: 2 / 7.51
fillers: 783 / 5030
repair buffers: 156 / 1570
well taps: 102 / 128
per-layer routing:
metal	wire [um]	global-route usage	vias up
met5	0	0	-
met4	0	0	0
met3	770	0.0454	0
met2	2870	0.165	87
met1	2510	0.123	694
li1	-	-	778
power by group through the flow:
stage | registers [W] | logic [W] | clock network, W
after CTS | 0 | 0.000319 | 0
after global routing | 0 | 0.000341 | 0
final | 0 | 0.000312 | 0
Power and IR drop assume default switching activity.
